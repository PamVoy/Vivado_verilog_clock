$ cat flow/config.mk
export PLATFORM = sky130hd
export DESIGN_NAME = clock
export DESIGN_NICKNAME = clock
export VERILOG_FILES = /design/flow/design.v
export SDC_FILE = /design/flow/constraint.sdc
export NUM_CORES = 4
export LEC_CHECK = 1
export CORE_AREA = 10 10 96 96
export DIE_AREA = 0 0 106 106
$ cat flow/constraint.sdc
current_design clock

set clk_period 2.1
set clk_io_pct 0.2

create_clock -name clk0 -period $clk_period [get_ports {clock}]

set non_clock_inputs [all_inputs -no_clocks]
set_input_delay [expr $clk_period * $clk_io_pct] -clock clk0 $non_clock_inputs
set_output_delay [expr $clk_period * $clk_io_pct] -clock clk0 [all_outputs]
$ cat flow/design.v
`timescale 1ns / 1ps
module clock(
    input clock,        
    input enable, 
    input reset, 
    input load1,           
    input load2,           
    input load3,           
    input [5:0] data1,     
	input [5:0] data2,     
	input [5:0] data3,     
    output reg [5:0] sec,  
	output reg [5:0] min,  
	output reg [4:0] hour  
);
     always @ (posedge clock)
        begin
            if (reset)begin                 
                sec<=6'b000000; 
                min<=6'b000000; 
                hour<=5'b00000;
			end
		    else if (load1)                 
                sec<=data1; 
			else if (load2)                 
			    min<=data2;
            else if (load3)                 
			    hour<=data3; 					 
			else if (hour==5'd23 && min==6'd59 && sec==6'd59)begin          
				hour<=5'b00000; 
				sec<=6'b000000; 
				min<=6'b000000;
			end
			else if (min==6'd59 && sec==6'd59) begin               
			    sec<=6'b000000; 
			    min<=6'b000000;
				hour<=hour+1;
			end
			else if (sec==6'd59) begin                            
		        sec<=6'b000000;
			    min<=min+1;
			end
		    else if (enable)                                      
		        sec<=sec+1;
        end
endmodule
$ cat flow/run.sh
#!/bin/bash
# OpenROAD 26Q1-2900-gdf79404cd8, Yosys 0.63+post, stock flow scripts
make -C /OpenROAD-flow-scripts/flow DESIGN_CONFIG=/design/flow/config.mk WORK_HOME=/design/flow/orfs finish
==> impl_metrics.env <==
# yosys + openroad results
export IMPL_status="completed"
export IMPL_min_from="hour[1]$_SDFFE_PP0P_"
export IMPL_filler_cell_count=803
export IMPL_grt_start_max_net_pins=19
export IMPL_hpwl_mm=3.299
export IMPL_clock_latency_ns=0.25
export IMPL_yosys_stat_cells=152
export IMPL_cellPowerDensity_nw_per_um2=437.3
export IMPL_slew_violations=0
export IMPL_post_route_drc_count=0
export IMPL_timing_critical_path_slowest_stage_cell="dfxtp_1"
export IMPL_wire_length_of_the_first_global_routing_pass_mm=6.803
export IMPL_timing_critical_path_from="sec[1]$_SDFFE_PP0P_"
export IMPL_ys_ff=17
export IMPL_final_layout_top_logic_cell="clkdlybuf4s50_1"
export IMPL_worstSetupStartpointType="register"
export IMPL_synth_edff_count=0
export IMPL_synth_avg_cell_area_um2=7.952
export IMPL_finalCritPeriodShare=0.8995
export IMPL_asyncSetResetFlopFracSynth=0
export IMPL_min_delay_path_class="register to register"
export IMPL_fp_row_count=31
export IMPL_postCtsSetupBuffers=0
export IMPL_routed_wirelength_mm=4.127
export IMPL_portBuffers=39
export IMPL_worst_r2r_startpoint="sec[1]$_SDFFE_PP0P_"
export IMPL_initial_utilization=0.1675
export IMPL_grt_setup_unrepaired="no"
export IMPL_place_area_um2=1782
export IMPL_cts_buffers=3
export IMPL_clock_sink_count=17
export IMPL_placedCellCount=295
export IMPL_yosysChipArea_um2=1209
export IMPL_max_vdd_ir_drop_uv=170.3
export IMPL_antenna_found_initial=0
export IMPL_synth_warning_count=1
export IMPL_global_route_overflow=0
export IMPL_worst_r2r_cell_count=5
export IMPL_synth_cells=152
export IMPL_avgViaCountPerCell=4.485
export IMPL_synth_largest_type_area_fraction=0.2816
export IMPL_post_synth_main_area_contributors="dfxtp_1 (28%), nand2_1 (5.0%), a21oi_1 (4.6%), nand3_1 (3.7%), ha_1 (3.1%)"
export IMPL_leakage_power_nw=0.6307
export IMPL_chipArea_um2=11240
export IMPL_critical_path_peak_fanout=9
export IMPL_syn_std_cell_area_um2=1209
export IMPL_timing_setup_critical_path_class="register to register"
export IMPL_yosysSeqAreaShare=0.2816
export IMPL_worst_setup_hold_path_clk_slew_ns=0.07
export IMPL_first_drt_pass_iteration_count=4
export IMPL_fp_dieW_um=106
export IMPL_vias=1341
export IMPL_worst_slew_pin_transition_ns=0.3814
export IMPL_post_synth_num_cell_types=51
export IMPL_fin_cells=299
export IMPL_cts_root_buf="clkbuf_8"
export IMPL_timing_critical_path_required_ns=2.26
export IMPL_final_period_minus_worst_setup_slack_ns=1.889
export IMPL_layout_core_utilization=0.2534
export IMPL_hold_violations=0
export IMPL_grt_total_usage=0.07320
export IMPL_post_synth_top_area_cell="dfxtp_1"
export IMPL_ant_nets=0
export IMPL_cts_htree_levels=1
export IMPL_num_antenna_cells=0
export IMPL_clockBufferDepth=2
export IMPL_cts_resized=0
export IMPL_core_area_um2=7214
export IMPL_area_sequential_um2=340.3
export IMPL_worst_relative_slew_slack=0.7446
export IMPL_synthFlopType="dfxtp_1"
export IMPL_max_clock_freq_mhz=529.4
export IMPL_finalInstanceArea_um2=1828
export IMPL_reg2reg_slack_ns=0.21
export IMPL_syn2layout_area_growth_pct=51.24
export IMPL_place_congestion=0.8645
export IMPL_tritoncts="built"
export IMPL_log_warning_count=26
export IMPL_cp_data_arrival_time_ns=2.05
export IMPL_first_global_vias=1330
export IMPL_chipHeight_um=106
export IMPL_multiInputGateArea_um2=804.5
export IMPL_final_setup_viol_count=0
export IMPL_rr_endpoint="hour[0]$_SDFFE_PP0P_"
export IMPL_max_cap_viols=0
export IMPL_worst_setup_path_endpoint="hour[0]$_SDFFE_PP0P_"
export IMPL_path_cells="ha_1, and3b_2, a41oi_2, or2_1, a221oi_1"
export IMPL_top_level_ports=41
export IMPL_cpPeakStageDelay_ns=0.38
export IMPL_layout_top_cells="clkdlybuf4s50_1 (39), dfxtp_1 (17), nand2_1 (16), buf_4 (13), a21oi_1 (11)"
export IMPL_drt_wirelength_per_cell_um=13.80
export IMPL_skew_ns=0.003757
export IMPL_ctsHoldBuffers=0
export IMPL_totalNegativeSetupSlack_ns=0
export IMPL_drive_above_1_share=0.1150
export IMPL_detailedRoute_firstIterationViolations=82
export IMPL_end_kind="register"
synthesized netlist by cell type (2+ instances only):
cell and number:
dfxtp_1 17, nand2_1 16, a21oi_1 11, nand3_1 9, inv_1 7, nor2_1 7
clkbuf_1 6, a31oi_1 5, nand4_1 5, nand3b_1 4, o21ai_0 4, o311ai_0 4
a21o_1 3, a22oi_1 3, and3b_1 3, ha_1 3, nor3_1 3, or3_1 3
a211oi_1 2, a221oi_1 2, a311oi_1 2, and2_1 2, o21a_1 2, o311ai_1 2
worst max-delay path, delay by kind of cell, from the launching register on:
kind | cells | cell delay [ns]
AND-OR/OR-AND | 2 | 0.51
adder cells (fa/ha/maj) | 1 | 0.23
flip-flops | 1 | 0.38
AND/OR/NAND/NOR | 2 | 0.66
cell families (layout without fill, tap and decap cells):
group,Yosys count,count (layout),synth area share
AND-OR/OR-AND,51,51,0.3095
XOR/XNOR,1,1,0.007248
adder cells (fa/ha/maj),3,3,0.03106
buffers and inverters,15,63,0.05383
flip-flops,17,17,0.2816
multiplexers,1,1,0.008282
AND/OR/NAND/NOR,64,64,0.3085
cell type report:
class | instances | share of cell area
Multi-Input combinational cell | 120 | 0.4401
Timing Repair Buffer | 52 | 0.2669
Sequential cell | 17 | 0.1862
Tap cell | 99 | 0.06776
Clock buffer | 4 | 0.02464
Inverter | 7 | 0.01437
worst min path at each step:
stage / cells after the start / to
CTS: 2 / hour[1]$_SDFFE_PP0P_
global route: 2 / hour[1]$_SDFFE_PP0P_
finish: 2 / hour[1]$_SDFFE_PP0P_
state kept, by name, indices dropped and copies added, names as in the netlist:
signal  count
hour        5
min         6
sec         6
power by group:
| part | total (W) | internal, W | leakage [nW] | switching [W] |
|---|---|---|---|---|
| registers | 0.000365 | 0.000340 | 0.140 | 0.0000242 |
| logic | 0.000186 | 0.000113 | 0.468 | 0.0000728 |
| clock network | 0.000249 | 0.000135 | 0.0228 | 0.000114 |
| total | 0.000799 | 0.000588 | 0.631 | 0.000211 |
routing by layer:
metal,global-route usage,wire length (um)
met5,0,0
met4,0.007737,45
met3,0.02385,274
met2,0.1109,1771
met1,0.1028,2035
per-stage QoR:
| stage | worst slack [ns] | hold slack (ns) | power (W) |
|---|---|---|---|
| 2_1_floorplan | 0.4717 | 0.4631 | 0.0004401 |
| 3_3_place_gp | 0.06779 | 0.5009 | 0.0005595 |
| 3_5_place_dp | 0.05701 | 0.5014 | 0.0005589 |
| 4_1_cts | 0.1050 | 0.5118 | 0.0008173 |
| 5_1_grt | 0.04899 | 0.5370 | 0.0008461 |
| 6_report | 0.2111 | 0.5062 | 0.0007993 |
Power figures rest on the tool's default switching activity, not on a simulated workload.
